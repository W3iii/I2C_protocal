--- flow/run.sh ---
#!/bin/bash
# OpenROAD 26Q1-2900-gdf79404cd8, Yosys 0.63+post, stock flow scripts
make -C /OpenROAD-flow-scripts/flow DESIGN_CONFIG=/design/flow/config.mk WORK_HOME=/design/flow/orfs finish
--- flow/config.mk ---
export PLATFORM = sky130hd
export DESIGN_NAME = reg_8bit
export DESIGN_NICKNAME = reg_8bit
export VERILOG_FILES = /design/flow/design.v
export SDC_FILE = /design/flow/constraint.sdc
export NUM_CORES = 4
export LEC_CHECK = 1
export CORE_AREA = 10 10 70 70
export DIE_AREA = 0 0 80 80
--- flow/constraint.sdc ---
current_design reg_8bit

set clk_period 1.0
set clk_io_pct 0.2

create_clock -name clk0 -period $clk_period [get_ports {clk}]

set non_clock_inputs [all_inputs -no_clocks]
set_input_delay [expr $clk_period * $clk_io_pct] -clock clk0 $non_clock_inputs
set_output_delay [expr $clk_period * $clk_io_pct] -clock clk0 [all_outputs]
--- flow/design.v ---
module reg_8bit ( d_out, clk, rst_n, en_reg, d_in );
input 		 clk, rst_n	, en_reg;
input	[7:0]d_in;
output	[7:0]d_out;
reg 	[7:0]d_out;
reg 	[7:0]reg_data;
always @( posedge clk or negedge rst_n ) begin
    if ( !rst_n )
		reg_data <= 8'b11111111;
    else if ( en_reg )
		reg_data <= d_in;
end
always @(*) begin
	d_out = reg_data;
end
endmodule
==> reports/qor.csv <==
stage,metric,value,unit
worst_setup_path,Worst Path Buf+Inv,1,
cts,CTS sink count,8,
worst_setup_path,R2R Setup Slk,0.19,ns
power,Clk pwr share,31.9,%
final_timing,worst-margin pin slew,0.1097,ns
layout,share of cells above drive strength 1,75.00,%
layout,Largest Register,reg_data,
flow_run,tool warnings,27,
grt,grt ovf,0,
grt,pin count of the biggest net entering global routing,9,
cts,Latency at later pin,0.25,ns
run_status,failing checks,setup timing,
power,switching power total,175.8,uW
layout,cell area after layout,598.1,sq um
floorplan,chip area,6400,sq um
final_timing,final tally of hold violations,0,
detailed_routing,WL final,981,um
placed_design,input/output buffers,18,
grt,first-pass GRT wire length,1.662,mm
detailed_routing,Via Count,237,
worst_setup_path,Top delay family on crit path,flip-flops,
detailed_routing,WL/cell,11.41,um
placed_design,placed insts,82,
cts,TritonCTS buffer count,3,
worst_setup_path,Crit. End Element,output port,
worst_setup_path,Slowest cell on crit path,dfstp_2,
final_timing,Clock Skew,0,ns
yosys,"top cells, area","dfstp_2, mux2_4, buf_6",
power,Comb pwr share,19.6,%
run_status,status,"finished, violations left",
yosys,YS chip area,341.6,sq um
cts,CTS tree,built,
layout,Top Registers,reg_data: 8 flops,
worst_setup_path,Crit Path Category,flop to output port,
grt,GRT Util Overall,3.371,%
detailed_routing,DR pass1 iterations,2,
cts,root buffer cell,clkbuf_4,
layout,most frequent cells in the layout,"clkdlybuf4s50_1, mux2_4, buf_2, dfstp_2, clkbuf_4",
floorplan,Floorplan Utilization,10.00,%
detailed_routing,Post-DRT Antenna Nets,0,
yosys,Synthesis Warnings,1,
floorplan,die height,80,um
worst_setup_path,"Largest stage delay, worst path",0.53,ns
final_timing,Peak Freq,932.7,MHz
grt,antenna violations before repair,0,
cts,"CTS clk-pin slew, worst paths",0.06,ns
yosys,Cells after Synth,17,
worst_setup_path,critical path data required time,0.80,ns
final_timing,Setup Viol. Count Final,8,
final_timing,Period minus WS final,1.072,ns
floorplan,Top-Level Pins,19,
yosys,Distinct lib cells used,3,
floorplan,chip width,80,um
yosys,Post-synth regs,8,
layout,Filler Cells Inserted,390,
worst_setup_path,launching element type of the critical path,flop,
worst_setup_path,crit-path max FO,2,
layout,Finished Core Util,17.51,%
yosys,"Seq share, synth",61.54,%
layout,max FFs per register,8,
min_path,HP Class,primary input to asynchronous set/reset pin,
power,Flop pwr share,48.5,%
floorplan,FP Rows,21,
detailed_routing,Inserted Diodes,0,
placed_design,DP Area,608.1,sq um
final_timing,Slew Limit Fails,0,
worst_setup_path,WP data arrival,0.87,ns
cts,H-tree levels,1,
grt,vias in the first global route,296,
final_timing,final worst-path cycle share,107.2,%
yosys,Yosys Instances,17,
detailed_routing,First DRT Iteration DRCs,1,
power,Pleak,0.2580,nW
detailed_routing,final routed DRC violation total,0,
placed_design,gpl congestion,0.7817,
layout,Top cell excl fill/tap,clkdlybuf4s50_1,
power,switch share,21.53,%
flow_run,Max Cap Viol,0,
yosys,"Cell Area, Synth",341.6,sq um
yosys,Synth area leader,dfstp_2,
final_timing,Hold Slack,0.4255,ns
final_timing,Worst slew margin,92.66,%
power,PD cells,1365,nW/um^2
floorplan,core area,3416,sq um
layout,Finished Layout Cells,86,
power,Worst VDD drop,266.4,uV
layout,Area Growth Syn to Fin,75.09,%
yosys,syn_area_per_cell,20.09,sq um
detailed_routing,vias per inst,2.756,
power,internal cell power,640.7,uW
final_timing,setup ws final,-0.07218,ns
yosys,Largest type area fraction,61.54,%
placed_design,HPWL after DPL,741.1,um
worst_setup_path,CP cell instances,buf_2,
final_timing,RSZ-0062 raised after global routing,yes,
cts,Clock Path Buffers,2,
==> synth_stat cells <==
cell     count
buf_6        1
dfstp_2      8
mux2_4       8
==> logic make-up (layout without fill, tap and decap cells) <==
logic type  count (synthesis)  count (layout)  share of synthesized area, %
mux                         8               8                         35.17
flops                       8               8                         61.54
buf+inv                     1              24                         3.296
==> what timing repair did <==
item                       CTS  global route
resized                     24             0
buffers inserted             0             1
hold buffers                 0             0
setup endpoints to repair    8             8
==> power by group through the flow <==
stage	clock network, mW	registers, mW	logic [mW]
global route	0.315	0.402	0.175
CTS	0.300	0.397	0.160
finish	0.261	0.396	0.160
==> routing by layer <==
metal | track usage (%) | vias up | routed length, um
met5 | 0 | - | 0
met4 | 1.056 | 0 | 11
met3 | 1.932 | 2 | 93
met2 | 4.735 | 9 | 459
met1 | 4.237 | 119 | 417
li1 | - | 107 | -
==> final timing paths <==
check | end | cells past startpoint | startpoint
setup reg to reg | reg_data[5]$_DFFE_PN1P_ | 2 | reg_data[5]$_DFFE_PN1P_
min in group clk0 | reg_data[3]$_DFFE_PN1P_ | 2 | d_in[3]
hold reg to reg | reg_data[6]$_DFFE_PN1P_ | 1 | reg_data[6]$_DFFE_PN1P_
max in group asynchronous | reg_data[7]$_DFFE_PN1P_ | 2 | rst_n
hold / removal | reg_data[4]$_DFFE_PN1P_ | 2 | rst_n
setup / recovery | d_out[1] | 1 | reg_data[1]$_DFFE_PN1P_
==> through the flow <==
stage / setup WS (ns) / TNS (ns) / total power, mW
2_1_floorplan: 0.2996 / 0 / 0.4553
4_1_cts: -0.1028 / -0.7713 / 0.8570
3_3_place_gp: -0.2463 / -3.375 / 0.5936
5_1_grt: -0.1260 / -0.9278 / 0.8916
6_report: -0.07218 / -0.5334 / 0.8165
3_5_place_dp: -0.2418 / -3.284 / 0.5924
==> area by class of cell <==
cell class	count	area [sq um]	share of cell area [%]
timing repair buffer	21	187.7	31.38
clock buffer	3	22.52	3.766
tap	46	57.56	9.623
sequential	8	210.2	35.15
multi-input combinational	8	120.1	20.08
No activity file was given, so power comes from the tool's default toggle rates.

## flow/design.v

```verilog
module I2C_slave(
	output	reg		  o_wr_en,
	output	reg	 [7:0]o_reg_addr,
	output	reg  [7:0]o_wr_data,
	output	reg  	  o_rd_done,
	input	wire	  clk,
	input	wire	  rst_n,
	input	wire	  scl,
	inout	wire	  sda,
	input	wire [6:0]i_slave_addr,
	input	wire [7:0]i_rd_data
);
reg  [10:0]state, next_state;
reg	 [7:0]offset, in_data, out_data, temp_reg;
reg	 [6:0]device_addr;
reg		  sda_ff1, sda_ff2, sda_ff3;
reg		  scl_ff1, scl_ff2, scl_ff3;
reg		  backup_reg;
reg  [7:0]fix_temp_data;
reg  [2:0]bit_counter;
reg		  rw_signal;
reg		  is_restart;
reg 	  is_nonACK;
reg		  sda_out;
wire	  sda_in;
localparam IDLE	         = 11'b00000000001;  
localparam ADDR	         = 11'b00000000010;  
localparam OFFSET        = 11'b00000000100;  
localparam IN_DATA	     = 11'b00000001000;  
localparam OUT_DATA	     = 11'b00000010000;  
localparam ADDR_ACK	     = 11'b00000100000;  
localparam OFFSET_ACK 	 = 11'b00001000000;  
localparam IN_DATA_ACK	 = 11'b00010000000;  
localparam OUT_DATA_ACK	 = 11'b00100000000;  
localparam STOP	         = 11'b01000000000;  
localparam START	     = 11'b10000000000;  
assign ST_IDLE	       = state[0];	
assign ST_ADDR	       = state[1];
assign ST_OFFSET       = state[2];
assign ST_IN_DATA	   = state[3];
assign ST_OUT_DATA	   = state[4];
assign ST_ADDR_ACK	   = state[5];
assign ST_OFFSET_ACK   = state[6];
assign ST_IN_DATA_ACK  = state[7];
assign ST_OUT_DATA_ACK = state[8];
assign ST_STOP	       = state[9];
assign ST_START	       = state[10];
assign sync_pos_sda =  sda_ff2 & ~sda_ff3;
assign sync_neg_sda = ~sda_ff2 &  sda_ff3;
assign sync_pos_scl =  scl_ff2 & ~scl_ff3;
assign sync_neg_scl = ~scl_ff2 &  scl_ff3;
assign sda_in = sda;
assign sda = sda_out ? 1'bz : 1'b0;
always @(posedge clk or negedge rst_n) begin  
	if(!rst_n) begin
		sda_ff1 <= 1'b0;
		sda_ff2 <= 1'b0;
		sda_ff3 <= 1'b0;
	end
	else begin
		sda_ff1 <= sda_in;
		sda_ff2 <= sda_ff1;
		sda_ff3 <= sda_ff2;
	end
end
always @(posedge clk or negedge rst_n) begin  
	if(!rst_n) begin
		scl_ff1 <= 1'b0;
		scl_ff2 <= 1'b0;
		scl_ff3 <= 1'b0;
	end
	else begin
		scl_ff1 <= scl;
		scl_ff2 <= scl_ff1;
		scl_ff3 <= scl_ff2;
	end
end
always @(posedge clk or negedge rst_n) begin  
	if(!rst_n)
		state <= IDLE;
	else
		state <= next_state;
end
always @(*) begin
	case(state)
		IDLE: begin
			if((sync_neg_sda == 1'b1) && (scl == 1'b1))
				next_state = START;	
			else
				next_state = IDLE;
		end
		START: begin
			if(sync_neg_scl)
				next_state = ADDR;	
			else
				next_state = START;
		end
		ADDR: begin
			if((bit_counter == 3'd7) && (sync_neg_scl == 1'd1))
				next_state = ADDR_ACK;
			else 
				next_state = ADDR;
		end
		ADDR_ACK: begin
			if((sync_neg_scl == 1'b1) && (rw_signal == 1'b0))
				next_state = OFFSET;
			else if((sync_neg_scl == 1'b1) && (rw_signal == 1'b1))
				next_state = OUT_DATA;
			else
				next_state = ADDR_ACK;
		end
		OFFSET: begin
			if((bit_counter == 3'd7) && (sync_neg_scl == 1'd1))
				next_state = OFFSET_ACK;
			else
				next_state = OFFSET;
		end
		OFFSET_ACK: begin
			if((sync_neg_scl == 1'b1) && (rw_signal == 1'b0))
				next_state = IN_DATA;
			else if((sync_neg_scl == 1'b1) && (rw_signal == 1'b1))
				next_state = OUT_DATA;
			else
				next_state = OFFSET_ACK;
		end
		IN_DATA: begin
			if((is_restart == 1'b1) && (sync_neg_scl == 1'd1)) 
				next_state = ADDR;
			else if((bit_counter == 3'd7) && (sync_neg_scl == 1'd1))
				next_state = IN_DATA_ACK;
			else 
				next_state = IN_DATA;
		end
		OUT_DATA: begin
			if((bit_counter == 3'd7) && (sync_neg_scl == 1'd1))
				next_state = OUT_DATA_ACK;
			else 
				next_state = OUT_DATA;
		end
		IN_DATA_ACK: begin
			if(sync_neg_scl)
				next_state = STOP;
			else
				next_state = IN_DATA_ACK;
		end
		OUT_DATA_ACK: begin
			if((sync_neg_scl ==1'b1) && (is_nonACK == 1'b1))
				next_state = STOP;
			else
				next_state = OUT_DATA_ACK;
		end
		STOP: begin
			if((sync_pos_sda == 1'b1) && (scl == 1'b1))
				next_state = IDLE;
			else
				next_state = STOP;
		end
	endcase
end
always @(posedge clk or negedge rst_n) begin
	if(!rst_n)
		is_nonACK <= 1'b0;
	else if((ST_IDLE == 1'b1) || (ST_OUT_DATA == 1'b1))
		is_nonACK <= 1'b0;
	else if((ST_OUT_DATA_ACK == 1'b1) && (sync_pos_scl == 1'b1) && (sda_in == 1'b1) )
		is_nonACK <= 1'b1;
	else
		is_nonACK <= is_nonACK;
end
always @(posedge clk or negedge rst_n) begin
	if(!rst_n)
		is_restart <= 4'd0;
	else if(ST_IDLE)
		is_restart <= 4'd0;
	else if(ST_START)
		is_restart <= 4'd0;
	else if ((sync_pos_scl == 1'b1) && (ST_ADDR == 1'd1))
		is_restart <= 1'b0;
	else if((sync_neg_sda == 1'b1) && (scl == 1'b1) && (ST_IN_DATA == 1'b1))
		is_restart <= 1'b1;
	else	
		is_restart <= is_restart;
end
always @(posedge clk or negedge rst_n) begin  
	if(!rst_n)
		bit_counter <= 3'd0;
	else if(ST_IDLE)
		bit_counter <= 3'd0;
	else if((ADDR_ACK == 1'b1) || (OFFSET_ACK == 1'b1))
		bit_counter <= 3'd0;
	else if((IN_DATA_ACK == 1'b1) || (OUT_DATA_ACK == 1'b1))
		bit_counter <= 3'd0;
	else if((is_restart == 1'b1) && (sync_neg_scl == 1'b1))
		bit_counter <= 3'd0;
	else if((ST_ADDR == 1'b1) && (sync_neg_scl == 1'b1)) 
		bit_counter <= bit_counter + 3'd1;
	else if((ST_OFFSET == 1'b1) && (sync_neg_scl == 1'b1)) 
		bit_counter <= bit_counter + 3'd1;
	else if((ST_IN_DATA == 1'b1) && (sync_neg_scl == 1'b1)) 
		bit_counter <= bit_counter + 3'd1;
	else if((ST_OUT_DATA == 1'b1) && (sync_neg_scl == 1'b1)) 
		bit_counter <= bit_counter + 3'd1;
	else 
		bit_counter <= bit_counter;
end
always @(posedge clk or negedge rst_n) begin  
	if(!rst_n)
		device_addr <= 7'd0;
	else if(ST_IDLE)
		device_addr <= 7'd0;
	else if((ST_ADDR == 1'b1) && (sync_pos_scl == 1'b1) && (bit_counter < 7)) 
		device_addr <= {device_addr[5:0], sda_in};
	else 
		device_addr <= device_addr;
end
always @(posedge clk or negedge rst_n) begin  
	if(!rst_n)
		offset <= 8'd0;
	else if(ST_IDLE)
		offset <= 8'd0;
	else if((ST_OFFSET == 1'b1) && (sync_pos_scl == 1'b1)) 
		offset <= {offset[6:0], sda_in};
	else	
		offset <= offset;
end
always @(posedge clk or negedge rst_n) begin  
	if(!rst_n)
		temp_reg <= 8'd0;
	else if(ST_OFFSET_ACK)
		temp_reg <= i_rd_data;
	else if((ST_IN_DATA == 1'b1) && (sync_pos_scl == 1'b1)) 
		temp_reg <= {temp_reg[6:0], sda_in};
	else if((ST_IN_DATA == 1'b1) && (sync_neg_scl == 1'b1) && (is_restart == 1'b1)) 
		temp_reg <= {backup_reg, temp_reg[7:1]};
	else if((ST_OUT_DATA == 1'b1) && (sync_neg_scl == 1'b1))
		temp_reg <= temp_reg << 1;
	else 
		temp_reg <= temp_reg;
end
always @(posedge clk or negedge rst_n) begin  
	if(!rst_n)
		backup_reg <= 1'b0;
	else if((ST_IN_DATA == 1'b1) && (sync_pos_scl == 1'b1)) 
		backup_reg <= temp_reg[7];
	else 
		backup_reg <= backup_reg;
end
always @(posedge clk or negedge rst_n) begin  
	if(!rst_n)
		o_wr_data <= 8'd0;
	else if(ST_IN_DATA_ACK)
		o_wr_data <= temp_reg;
	else 
		o_wr_data <= o_wr_data;
end
always @(posedge clk or negedge rst_n) begin  
	if(!rst_n)
		o_wr_en <= 1'b0;
	else if(ST_IDLE)
		o_wr_en <= 1'b0;
	else if(ST_IN_DATA_ACK)
		o_wr_en <= 1'b1;
	else if(ST_STOP)
		o_wr_en <= 1'b0;
	else 
		o_wr_data <= o_wr_data;
end
always @(posedge clk or negedge rst_n) begin  
	if(!rst_n)
		sda_out <= 1'b1;
	else if(ST_IDLE)
		sda_out <= 1'b1;
	else if((ST_OUT_DATA == 1'b1) && (sync_pos_scl == 1'b1))
		sda_out <= temp_reg[7];
	else if ((device_addr == i_slave_addr)&& (sync_neg_scl == 1'd1) && (ST_ADDR == 1'b1) && (bit_counter == 3'd7))
		sda_out <= 1'b0;
	else if ((device_addr != i_slave_addr)&& (sync_neg_scl == 1'd1) && (ST_ADDR == 1'b1) && (bit_counter == 3'd7))
		sda_out <= 1'b1; 
	else if ((sync_neg_scl == 1'd1) && (ST_OFFSET == 1'b1) && (bit_counter == 3'd7))
		sda_out <= 1'b0; 
	else if ((sync_neg_scl == 1'd1) && (ST_IN_DATA == 1'b1) && (bit_counter == 3'd7))
		sda_out <= 1'b0; 
	else if ((ST_ADDR_ACK == 1'b1) && (sync_pos_scl == 1'b1))
		sda_out <= 1'b1; 
	else if ((ST_OFFSET_ACK == 1'b1) && (sync_pos_scl == 1'b1))
		sda_out <= 1'b1; 
	else if ((ST_IN_DATA_ACK == 1'b1) && (sync_pos_scl == 1'b1))
		sda_out <= 1'b1;  
	else 
		sda_out <= sda_out;
end
always @(posedge clk or negedge rst_n) begin  
	if(!rst_n) 
		rw_signal <= 1'b0;
	else if(ST_IDLE) 
		rw_signal <= 1'b0;
	else if((ST_ADDR == 1'b1) && (sync_pos_scl == 1'b1) && (bit_counter == 3'd7))
		rw_signal <= sda;
	else 
		rw_signal <= rw_signal;
end
endmodule
```

## flow/run.sh

```bash
#!/bin/bash
# OpenROAD 26Q1-2900-gdf79404cd8, Yosys 0.63+post, stock flow scripts
make -C /OpenROAD-flow-scripts/flow DESIGN_CONFIG=/design/flow/config.mk WORK_HOME=/design/flow/orfs finish
```

## flow/config.mk

```make
export PLATFORM = sky130hd
export DESIGN_NAME = I2C_slave
export DESIGN_NICKNAME = I2C_slave
export VERILOG_FILES = /design/flow/design.v
export SDC_FILE = /design/flow/constraint.sdc
export NUM_CORES = 4
export LEC_CHECK = 1
export CORE_AREA = 10 10 114 114
export DIE_AREA = 0 0 124 124
```

## flow/constraint.sdc

```tcl
current_design I2C_slave

set clk_period 2.9
set clk_io_pct 0.2

create_clock -name clk0 -period $clk_period [get_ports {clk}]

set non_clock_inputs [all_inputs -no_clocks]
set_input_delay [expr $clk_period * $clk_io_pct] -clock clk0 $non_clock_inputs
set_output_delay [expr $clk_period * $clk_io_pct] -clock clk0 [all_outputs]
```

==> qor.csv <==
metric,value,unit
ys_ff,31,
hold_viol,0,
antenna_found_initial,0,
r2r_end,bit_counter[1]$_DFFE_PN0P_,
cts_inserted_buffers,3,
slowest_delay,0.48,ns
post-dp-hpwl,1.88,mm
cap_violations,0,
outcome,"finished, final reports clean",
yosys.area_share.simple,22.8,%
diodes,0,
grt_pass1_wl,4.19,mm
path_max_fanout,2,
worstSetupStartpointType,flip-flop,
edf_count,0,
synthCells,140,
area_leaders,"dfrtp_1 (34%), dlxtn_1 (12%), buf_4 (9.8%)",
ff_type,dfrtp_1,
area_growth,11.3,%
crit_chain,clkdlybuf4s50_1,
clock-root-buffer,clkbuf_8,
yosys_cells,140,
grt_pass1_vias,891,
num_vias,913,
untimed_endpoints,22,
critPathBufInv,1,
die_area,15400,µm²
finalCritPeriodShare,57.4,%
warnings,40,
first_iter_violations,54,
gp_congestion,0.927,
wirelength,2.51,mm
ir_drop,0.000125,V
layout-drive-gt1-share,7.75,%
cts_tree,built,
clk_pin_slew_worst_paths,0.07,ns
hold_start,scl_ff1$_DFF_PN0_,
hold_depth,0,
rr_startpoint,scl_ff2$_DFF_PN0_,
grt_usage,3.30,%
synth_top_cell_by_count,dfrtp_1,
ff2ff_path_depth,4,
instances_no_fill,278,
p_leak,0.627,nW
synthesis.area,1390,µm²
critPathKind,flip-flop to primary output,
drt_first_pass_iters,4,
port_buffers,3,
yosys.area_share.aoi,9.03,%
worst_slew_pin_slew,0.681,ns
grt_max_degree,21,
synthTopLogicFamily,simple AND/OR/NAND/NOR gates,
rrSetupSlack,1.50,ns
worstSetupEndpointType,primary output,
rows,37,
die_w,124,µm
detail-route-antenna-nets,0,
yosys_area,1390,µm²
tns,0,ns
crit_required,2.32,ns
yosysWarnings,42,
timing.final.crit_period,1.66,ns
skew,0.00146,ns
crit_path_top_delay_cell,clkdlybuf4s50_1,
fmax,601,MHz
vias_per_cell,3.28,
dp_slack,1.51,ns
dieHeight,124,µm
report.power.total,0.000485,W
slew-limit-headroom,54.5,%
crit_family,buffers and inverters,
drcViolationCount,0,
syn_avg_cell_area,9.89,µm²
synthAdderAreaFrac,1.81,%
ios,37,
h-tree-depth,1,
mux_share,2.17,%
fp_util,13.3,%
cp_data_arrival_time,1.08,ns
hp-class,flip-flop to flip-flop,
cts_setup_buffers,0,
worst_hold_slack,0.353,ns
cts_hold_buf,0,
grt_setup_unrepaired,false,
setup_viol,0,
placed_cells,274,
yosysUniqueCellTypes,41,
coreArea,10400,µm²
clk_latency,0.26,ns
ctsResizeCount,0,
grt_overflow,0,
finalMaxSlewViolations,0,
ys_sh_xor,3.16,%
netlist.area_leader.share,34.3,%
worst_slack,1.24,ns
synthArstFlopShare,64.5,%
clockBufferDepth,2,
p_per_area,315,nW/µm²
wl_per_cell,9.02,µm
min_to,scl_ff2$_DFF_PN0_,
top_cells_by_count,"dfrtp_1 (19), buf_4 (18), nor2_1 (14), dlxtn_1 (11), nand2_1 (7)",
synth_top_cell_by_area,dfrtp_1,
unclocked_pins,11,
## state kept, by name, indices dropped and copies added, names as in the netlist
register	cells
scl_ff1	1
bit_counter	3
next_state	11
o_wr_en	1
is_nonACK	1
scl_ff3	1
scl_ff2	1
state	11
is_restart	1
## cells by family after synthesis
kind of cell,count (synthesis)
latches,11
multiplexers,3
flip-flops,20
adder cells (fa/ha/maj),2
AND/OR/NAND/NOR,52
buffers and inverters,26
other,1
XOR/XNOR,5
AND-OR/OR-AND,20
## power by group
| part | internal [W] | switching [W] |
|---|---|---|
| Combinational | 0.00000425 | 0.0000105 |
| Clock | 0.0000978 | 0.0000909 |
| Sequential | 0.000281 | 0.00000116 |
## metrics by stage
step                      instance area, µm²  util, %
after CTS                               1540     14.8
after floorplan                         1450        -
after global routing                    1540     14.8
final                                   1540     14.8
after global placement                  1500     14.4
after detailed placement                1500     14.4
## cells in the final DEF (no fill, tap or decap), types with 2 or more instances in the layout
cell type,count
o22ai_1,6
and2_1,2
nor3b_1,2
ha_1,2
xor2_1,4
nor4_4,2
a21oi_1,2
o21ai_0,5
clkbuf_8,3
nor2_1,14
nand3b_1,3
clkdlybuf4s50_1,3
nor4_1,2
nand2_1,7
dfrtp_1,19
nor2b_1,2
nand4_1,2
nand3_1,4
conb_1,18
mux2i_1,3
buf_4,2
dlxtn_1,11
nand4b_1,2
inv_1,2
nor3_1,3
nand2b_1,2
## worst reg2reg max path, stage by stage (launching register included)
cell and delay, ns:
dfrtp_1 0.40, nand2b_1 0.26, nor2_1 0.35, mux2i_1 0.22
nor2_1 0.05
## worst max-delay path by stage
stage	cells after the start	to	startpoint	slack (ns)
finish	1	o_wr_en	o_wr_en$_DFFE_PN0P_	1.24
global route	1	o_wr_en	o_wr_en$_DFFE_PN0P_	1.17
CTS	1	o_wr_en	o_wr_en$_DFFE_PN0P_	1.21
## final cells by class
type                            instances  area (µm²)
Clock buffer                            4        45.0
Sequential cell                        31         667
Tap cell                              136         170
Fill cell                            1163        8870
Multi-Input combinational cell        100         607
Timing Repair Buffer                    5        45.0
Inverter                                2        7.51
## metal layers
metal	global-route usage, %	vias to the layer above	wire length (µm)
met5	0	-	0
met4	0.216	0	13
met3	1.06	2	122
met2	4.80	27	1040
met1	4.89	430	1330
li1	-	454	-
Power is estimated from default activity; no workload was simulated.

## flow/run.sh

```bash
#!/bin/bash
# OpenROAD 26Q1-2900-gdf79404cd8, Yosys 0.63+post, stock flow scripts
make -C /OpenROAD-flow-scripts/flow DESIGN_CONFIG=/design/flow/config.mk WORK_HOME=/design/flow/orfs finish
```

## flow/config.mk

```make
export PLATFORM = sky130hd
export DESIGN_NAME = I2C_master
export DESIGN_NICKNAME = I2C_master
export VERILOG_FILES = /design/flow/design.v
export SDC_FILE = /design/flow/constraint.sdc
export NUM_CORES = 4
export LEC_CHECK = 1
export CORE_UTILIZATION = 30
```

## flow/constraint.sdc

```tcl
current_design I2C_master

set clk_period 3.3
set clk_io_pct 0.2

create_clock -name clk0 -period $clk_period [get_ports {clk}]

set non_clock_inputs [all_inputs -no_clocks]
set_input_delay [expr $clk_period * $clk_io_pct] -clock clk0 $non_clock_inputs
set_output_delay [expr $clk_period * $clk_io_pct] -clock clk0 [all_outputs]
```

## flow/design.v

```verilog
module I2C_master(
	output	reg  [7:0]o_reg_data,
	output	reg	 	  o_rd_done,
	output	reg		  o_wr_done,
	output	reg		  o_i2c_done,
	output	reg	  	  scl,
	input	wire	  clk,
	input	wire	  rst_n,
	inout	wire	  sda,
	input	wire	  i_i2c_go,
	input	wire	  i_rw,
	input	wire [7:0]i_reg_addr,
	input	wire [7:0]i_wr_data,
	input	wire [7:0]i_cycle,
	input	wire [6:0]i_i2c_slave_addr
);
reg  [11:0]state, next_state;
reg  [3:0]bit_counter;
reg  [4:0]div_counter;
reg  	  clk_div;
reg   	  sda_out;
reg		  is_ack;
wire	  sda_in;
reg	 [6:0]slave_addr;
reg	 [6:0]slave_addr_backup;
reg	 [7:0]reg_offset;
reg	 [7:0]out_data;
reg	 [7:0]in_data;
reg		  rw_signal;
reg		  is_restart;
assign sda_in = sda;
assign sda = sda_out ? 1'bz : 1'b0;
localparam IDLE	         = 12'b000000000001;  
localparam ADDR	         = 12'b000000000010;  
localparam OFFSET        = 12'b000000000100;  
localparam IN_DATA	     = 12'b000000001000;  
localparam OUT_DATA	     = 12'b000000010000;  
localparam ADDR_ACK	     = 12'b000000100000;  
localparam OFFSET_ACK 	 = 12'b000001000000;  
localparam IN_DATA_ACK	 = 12'b000010000000;  
localparam OUT_DATA_ACK	 = 12'b000100000000;  
localparam STOP	         = 12'b001000000000;  
localparam START	     = 12'b010000000000;  
localparam RESTART		 = 12'B100000000000;  
assign ST_IDLE	       = state[0];	
assign ST_ADDR	       = state[1];
assign ST_OFFSET       = state[2];
assign ST_IN_DATA	   = state[3];
assign ST_OUT_DATA	   = state[4];
assign ST_ADDR_ACK	   = state[5];
assign ST_OFFSET_ACK   = state[6];
assign ST_IN_DATA_ACK  = state[7];
assign ST_OUT_DATA_ACK = state[8];
assign ST_STOP	       = state[9];
assign ST_START	       = state[10];
assign ST_RESTART	   = state[11];
always @(posedge clk or negedge rst_n) begin
    if (!rst_n) 
        div_counter <= 5'd0;
	else if (div_counter == 5'd15)
		div_counter <= 5'd0;
    else 
        div_counter <= div_counter + 5'd1;
end
always @(posedge clk or negedge rst_n) begin
    if (!rst_n) 
        bit_counter <= 4'd0;
	else if ((bit_counter == 5'd7) &&(div_counter == 5'd15))
		bit_counter <= 4'd0;
    else if ((ST_ADDR == 1'b1) && (div_counter == 4'd15))
        bit_counter <= bit_counter + 4'd1;
	else if ((ST_OFFSET == 1'b1) && (div_counter == 4'd15))
        bit_counter <= bit_counter + 4'd1;
	else if ((ST_IN_DATA == 1'b1) && (div_counter == 4'd15))
        bit_counter <= bit_counter + 4'd1;
	else if ((ST_OUT_DATA == 1'b1) && (div_counter == 4'd15))
        bit_counter <= bit_counter + 4'd1;
	else 
		bit_counter <= bit_counter;
end
always @(posedge clk or negedge rst_n) begin  
	if(!rst_n)
		state <= IDLE;
	else
		state <= next_state;
end
always @(*) begin
	case(state)
		IDLE: begin
			if(i_i2c_go)
				next_state = START;	
			else
				next_state = IDLE;
		end
		START: begin
			if((div_counter == 4'd15))
				next_state = ADDR;	
			else
				next_state = START;
		end
		ADDR: begin
			if((bit_counter == 3'd7) && (div_counter == 4'd15))
				next_state = ADDR_ACK;
			else 
				next_state = ADDR;
		end
		ADDR_ACK: begin
			if((div_counter == 4'd15) && (is_restart == 1'b0) && (is_ack == 1'b0))
				next_state = OFFSET;
			else if((div_counter == 4'd15) && (is_restart == 1'b1) && (is_ack == 1'b0))
				next_state = IN_DATA;
			else
				next_state = ADDR_ACK;
		end
		OFFSET: begin
			if((bit_counter == 3'd7) && (div_counter == 4'd15))
				next_state = OFFSET_ACK;
			else
				next_state = OFFSET;
		end
		OFFSET_ACK: begin
			if((div_counter == 4'd15) && (rw_signal == 1'b1) && (is_ack == 1'b0))
				next_state = RESTART;
			else if((div_counter == 4'd15) && (rw_signal == 1'b0) && (is_ack == 1'b0))
				next_state = OUT_DATA;
			else
				next_state = OFFSET_ACK;
		end
		IN_DATA: begin
			if((bit_counter == 3'd7) && (div_counter == 4'd15))
				next_state = IN_DATA_ACK;
			else 
				next_state = IN_DATA;
		end
		IN_DATA_ACK: begin
			if((div_counter == 4'd15))     
				next_state = STOP;
			else
				next_state = IN_DATA_ACK;
		end
		RESTART: begin 							
			if((div_counter == 4'd15))
				next_state = ADDR;	
			else
				next_state = RESTART;
		end
		OUT_DATA: begin
			if((bit_counter == 3'd7) && (div_counter == 4'd15))
				next_state = OUT_DATA_ACK;
			else 
				next_state = OUT_DATA;
		end
		OUT_DATA_ACK: begin
			if((div_counter == 4'd15)  && (is_ack == 1'b0))
				next_state = STOP;
			else
				next_state = OUT_DATA_ACK;
		end
		STOP: begin
			if((div_counter == 4'd15))
				next_state = IDLE;
			else
				next_state = STOP;
		end
	endcase
end
always @(posedge clk or negedge rst_n) begin
	if(!rst_n)
		scl <= 1'b1;
	else if(ST_IDLE)
		scl <= 1'b1;
	else if(ST_START)
		scl <= 1'b1;
	else if((ST_STOP == 1'b1)  && (div_counter == 4'd2))
		scl <= 1'b0;
	else if((ST_STOP == 1'b1)  && (div_counter == 4'd3))
		scl <= 1'b1;
	else if((ST_RESTART == 1'b1) && (div_counter == 4'd3))
		scl <= 1'b1;
	else if((div_counter == 4'd2))
		scl <= 1'b0;
	else if((div_counter == 4'd8))
		scl <= 1'b1;
	else
		scl <= scl;
end
always @(posedge clk or negedge rst_n) begin
	if(!rst_n)
		sda_out <= 1'b1;
	else if(ST_IDLE)
		sda_out <= 1'b1;
	else if((ST_START == 1'b1) && (div_counter == 4'd7))
		sda_out <= 1'b0;
	else if((ST_ADDR ==1'b1) && (div_counter == 4'd2) && (bit_counter < 3'd7))
		sda_out <= slave_addr[6];
	else if((ST_ADDR ==1'b1) && (div_counter == 4'd2) && (bit_counter == 3'd7) && (rw_signal ==1'b1)) begin
		if(is_restart)
			sda_out <= rw_signal;
		else
			sda_out <= 1'b0;
	end
	else if((ST_OFFSET ==1'b1) && (div_counter == 4'd2))
		sda_out <= reg_offset[7];
	else if((ST_OUT_DATA ==1'b1) && (div_counter == 4'd2))
		sda_out <= out_data[7];
	else if((ST_IN_DATA_ACK == 1'd1) && (bit_counter == 3'd2))
		sda_out <= 1'b0;
	else if((ST_OFFSET_ACK == 1'd1) && (bit_counter == 3'd2))
		sda_out <= 1'b1;
	else if((ST_ADDR_ACK == 1'd1) && (bit_counter == 3'd2))
		sda_out <= 1'b1;
	else if((ST_OUT_DATA_ACK == 1'd1) && (bit_counter == 3'd2))
		sda_out <= 1'b1;
	else if((ST_RESTART ==1'b1) && (div_counter == 4'd5))
		sda_out <= 1'b0;
	else if((ST_STOP ==1'b1) && (div_counter == 4'd0))
		sda_out <= 1'b0;
	else if((ST_STOP ==1'b1) && (div_counter == 4'd5))
		sda_out <= 1'b1;
	else
		sda_out <= sda_out;
end
always @(posedge clk or negedge rst_n) begin
	if(!rst_n)
		is_ack <= 1'b1;
	else if((ST_ADDR_ACK == 1'b1) && (div_counter == 4'd8))
		is_ack <= sda_in;
	else if((ST_OFFSET_ACK == 1'b1) && (div_counter == 4'd8))
		is_ack <= sda_in;
	else if((ST_OUT_DATA_ACK == 1'b1) && (div_counter == 4'd8))
		is_ack <= sda_in;
	else if((ST_ADDR == 1'b1) || (ST_OFFSET == 1'b1) || (ST_OUT_DATA == 1'b1))
		is_ack <= 1'b1;
	else
		is_ack <= is_ack;
end
always @(posedge clk or negedge rst_n) begin
	if(!rst_n)
		in_data <= 8'd0;
	else if((ST_IN_DATA == 1'b1) && (div_counter == 4'd12))
		in_data <= {in_data[6:0], sda_in};
	else
		in_data <= in_data;
end
always @(posedge clk or negedge rst_n) begin
	if(!rst_n)
		is_restart <= 1'b0;
	else if(ST_OFFSET_ACK)
		is_restart <= 1'b1;
	else if(ST_STOP)
		is_restart <= 1'b0;
	else
		is_restart <= is_restart;
end
always @(posedge clk or negedge rst_n) begin
	if(!rst_n)
		rw_signal <= 1'b0;
	else if(ST_START)
		rw_signal <= i_rw;
	else 
		rw_signal <= rw_signal;
end
always @(posedge clk or negedge rst_n) begin  
	if(!rst_n)
		slave_addr <= 7'd0;
	else if((ST_ADDR == 1'b1) && (div_counter == 4'd0) && (bit_counter == 4'd0))
		slave_addr <= i_i2c_slave_addr;
	else if((ST_ADDR == 1'b1) && (div_counter == 4'd15))
		slave_addr <= slave_addr << 1'b1;
	else 
		slave_addr <= slave_addr;
end
always @(posedge clk or negedge rst_n) begin  
	if(!rst_n)
		reg_offset <= 8'd0;
	else if(ST_START)
		reg_offset <= i_reg_addr;
	else if((ST_OFFSET == 1'b1) && (div_counter == 4'd15))
		reg_offset <= reg_offset << 1'b1;
	else 
		reg_offset <= reg_offset;
end
always @(posedge clk or negedge rst_n) begin  
	if(!rst_n)
		out_data <= 8'd0;
	else if(ST_START)
		out_data <= i_wr_data;
	else if((ST_OUT_DATA == 1'b1) && (div_counter == 4'd15))
		out_data <= out_data << 1'b1;
	else 
		out_data <= out_data;
end
always @(posedge clk or negedge rst_n) begin
	if(!rst_n)
		o_i2c_done <= 1'b0;
	else if(ST_IDLE)
		o_i2c_done <= 1'b0;
	else if((ST_STOP == 1'b1) && (div_counter == 4'd15))
		o_i2c_done <= 1'b1;
	else 
		o_i2c_done <= o_i2c_done;
end
endmodule
```

==> impl_metrics.ini <==
; implementation run metrics
[final_timing]
drv_slew = 0
fin_ws_ps = 1370
finalSetupViolations = 0
max_freq_ghz = 0.518
clock_skew_ps = 1.71
hold_viol_final = 0
rsz0062_at_grt = false
post-route-min-period_ps = 1930
tns_ps = 0
untimed_endpoints = 24
unclocked_regs = 12
fin_crit_sh_pct = 58.5
slew_headroom_pct = 64.0
worst_slew_pin_slew_ps = 532

[critical_path]
crit_buf_inv = 1
reg2reg_setup_slack_ps = 1440
path_class = reg -> out
slowest_delay_ps = 550
crit_slowest_cell = dfstp_2
crit_chain = clkdlybuf4s50_1
cp-start-kind = flop
cp-end-kind = output pin
cp_max_fo = 3
crit_required_ps = 2640
crit_start = scl
timing.rr.start = div_counter[0]
cp.arrival_ps = 1270
path_delay_family = flip-flops

[power_and_ir_drop]
share_seq_of_total_power_pct = 53.2
powerDensity_nw_per_um2 = 335
clock_power_share_pct = 43.1
finalPower_uw = 617
pwr-share-comb_pct = 3.7
p_int_uw = 497
power_switching_uw = 120
p_leak_uw = 0.000796
ir_drop_uv = 231
switching_share_pct = 19.5

[global_routing]
grt_usage_pct = 11.5
grt_pass1_wl_microns = 5400
grt_max_degree = 27
grt_pass1_vias = 1108
use_met2_pct = 16.7
overflow = 0
grt_util_met3_pct = 1.19
grt_util_met1_pct = 19.4
grt-busiest-layer = met1
antenna_found_initial = 0

[synthesis]
logic_family = simple AND/OR/NAND/NOR gates
ys_cells = 169
syn-cell-area_sq_um = 1710
ys_types = 39
ys_area_sq_um = 1710
aoi_share_pct = 12.9
ys_sh_xor_pct = 2.05
topCellsByArea = dfrtp_1, dlxtn_1, buf_4
yosysWarnings = 24
simple_gate_share_pct = 21.8
synth_top_area_share_pct = 33.6
syn_avg_cell_area_sq_um = 10.1
ys_sh_mux_pct = 1.31
ys.flops = 38
yosys.area.top_type = dfrtp_1
fa_ha_area_share_pct = 2.92
synthCells = 169

[detailed_routing]
wire_per_inst_microns = 12.9
dr.pass1.iters = 4
antenna_cells = 0
vias_per_cell = 4.94
post-route-drc-count = 0
drt-initial-drc-count = 90
antenna_left = 0
vias = 1221
wl_microns = 3190

[clocking]
cts_buffers = 3
cts-root-buf = clkbuf_8
clk_latency_ps = 270
hold_buffers = 0
clock_path_buffers = 2
ctsResizeCount = 0
clk_pin_slew_ps = 90
post_cts_buffers = 0
cts_tree = yes
htree_levels = 1

[run_status]
run_status = finished, final reports clean

[placement]
post-place-ws_ps = 1440
dp_hpwl_microns = 2270
gp_congestion = 0.855
portBuffers = 5

[finish]
most-common-layout-cells = dfrtp_1, nor2_1, dlxtn_1
seqCellArea_sq_um = 835
area_delta_synth_final_pct = 7.52
num-fill-cells = 549
drive_gt1_share_pct = 10.9
lay_top_count = dfrtp_1
logic_area_sq_um = 743

[floorplan]
io_pins = 48
fp_util_pct = 31.1
fp.dieW_microns = 77.6
fp.coreArea_sq_um = 5510
num_rows = 27
die.size.y_microns = 77.6
die_area_sq_um = 6020

[min_path]
min_from = div_counter[0]
hold_class = reg -> reg

[job]
maxCapViolCount = 0
warnings = 58
-- routing by layer --
metal	wire length (microns)	share of wire (%)	vias to the layer above
li1	-	-	596
met1	1630	51	591
met2	1380	43	30
met3	143	4.5	4
met4	30	0.94	0
met5	0	0	-
-- synth_stat cells --
master,n
nor2_1,18
dlxtn_1,12
nand3_1,8
a31oi_1,2
nor2b_1,2
nand4_1,2
xnor2_1,1
ha_1,4
dfstp_2,3
mux2_2,2
o21ai_0,4
a41oi_1,1
and3_1,1
a21o_1,1
conb_1,1
o41ai_2,2
a311oi_1,1
buf_4,11
inv_1,10
nor4b_1,2
nand4b_1,3
and2_1,3
clkbuf_8,3
a21oi_1,4
nand2_1,9
nand2b_1,2
a2111oi_0,1
o22ai_1,4
nand3b_1,4
o311ai_0,1
o32ai_1,6
buf_6,1
nor4_1,3
dfrtp_1,23
nor2_2,1
nor3_1,3
xor2_1,3
o211ai_1,2
or4_4,5
-- state kept, by name (all words and copies together) (netlist names) --
register / flops
next_state: 12
div_counter: 5
rw_signal: 1
bit_counter: 4
o_i2c_done: 1
scl: 1
is_restart: 1
is_ack: 1
state: 12
-- worst register-to-register path: stages (launching register included) --
cell and delay (ps):
dfrtp_1 410, ha_1 230, nand4b_1 360, a21oi_1 380, mux2_2 370
-- per-stage QoR --
stage               hold slack, ps  util, %  std cells  area [sq um]
finish                         505     33.4        247          1840
global route                   527     33.4        247          1840
CTS                            505     33.4        247          1840
detailed placement             491     32.2        243          1770
global placement               478     32.2        243          1770
floorplan                      364        -        179          1750
-- cell type report --
| cell class | instances | area share (%) |
|---|---|---|
| clock buffers | 3 | 2.24 |
| clock inverters | 1 | 1.63 |
| well taps | 72 | 4.89 |
| multi-input cells | 116 | 40.4 |
| inverters | 10 | 2.04 |
| repair buffers | 7 | 3.53 |
| flip-flops and latches | 38 | 45.3 |
-- worst paths after layout --
| path | endpoint | cells after the start |
|---|---|---|
| worst max-delay path | scl | 1 |
| worst min-delay path | div_counter[0] | 1 |
| worst max register to register | bit_counter[1] | 4 |
| worst min register to register | div_counter[0] | 1 |
| max in group asynchronous | is_ack | 2 |
| min in group asynchronous | bit_counter[3] | 2 |
-- kinds of logic after synthesis --
logic type,count (synthesis)
mux,2
buf+inv,25
xor+xnor,4
simple gates,66
fa+ha+maj,4
other cells,1
compound gates,29
flops,26
latches,12
-- power groups by stage --
stage / logic (uW) / registers, uW / clock network [uW]
global route: 26.4 / 329 / 286
finish: 22.8 / 328 / 266
CTS: 23.6 / 329 / 276
Power is estimated from default activity; no workload was simulated.
